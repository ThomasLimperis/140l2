===== /design/flow/design.v =====
module alarm(
  input[6:0]   tmin,
               amin,
			   thrs,
			   ahrs,						 
  output logic buzz
);
  always_comb
    buzz = tmin==amin && thrs==ahrs;
endmodule
module ct_mod_N #(parameter N=60)(
  input clk, rst, en,
  output logic[6:0] ct_out,
  output logic      z);
  always_ff @(posedge clk)
    if(rst)
	  ct_out <= 0;
	else if(en)
	  ct_out <= (ct_out+1)%N;	   
  always_comb z = ct_out==(N-1);    
endmodule
module lcd_int(
  input[6:0] bin_in,
  output logic [6:0] Segment1,
                     Segment0);
  logic[6:0] bin0;
  assign bin0 = bin_in % 10;   
  logic[6:0] bin1;
  assign bin1 = (bin_in - bin0)/10;
  always_comb case(bin0) 
    4'b0000 : Segment0 = 7'h7E;
    4'b0001 : Segment0 = 7'h30;
    4'b0010 : Segment0 = 7'h6D;
    4'b0011 : Segment0 = 7'h79;
    4'b0100 : Segment0 = 7'h33;          
    4'b0101 : Segment0 = 7'h5B;
    4'b0110 : Segment0 = 7'h5F;
    4'b0111 : Segment0 = 7'h70;
    4'b1000 : Segment0 = 7'h7F;
    4'b1001 : Segment0 = 7'h7B;
	default : Segment0 = 7'h00;
  endcase
    always_comb case(bin1) 
    4'b0000 : Segment1 = 7'h7E;
    4'b0001 : Segment1 = 7'h30;
    4'b0010 : Segment1 = 7'h6D;
    4'b0011 : Segment1 = 7'h79;
    4'b0100 : Segment1 = 7'h33;          
    4'b0101 : Segment1 = 7'h5B;
    4'b0110 : Segment1 = 7'h5F;
    4'b0111 : Segment1 = 7'h70;
    4'b1000 : Segment1 = 7'h7F;
    4'b1001 : Segment1 = 7'h7B;
	default : Segment1 = 7'h00;
  endcase
endmodule
module struct_diag(
  input Reset,
        Timeset, 	   
        Alarmset,	   
		Minadv,
		Hrsadv,
		Alarmon,
		Pulse,		   
  output [6:0] S1disp, S0disp, 	    
               M1disp, M0disp, 
               H1disp, H0disp,
  output logic Buzz);	            
  logic[6:0] TSec, TMin, THrs,      
             AMin, AHrs;		    
  logic[6:0] Min, Hrs;
  logic Szero, Mzero, Hzero, 	    
        TMen, THen, AMen, AHen; 
logic turnOn; 
  ct_mod_N #(.N()) Sct(
    .clk(Pulse), .rst(Reset), .en(1'b1), .ct_out(TSec), .z(Szero)
    );
  ct_mod_N #(.N()) Mct(
    .clk(Pulse), .rst(Reset), .en(TMen), .ct_out(TMin), .z(Mzero)
    );
  ct_mod_N #(.N(24)) Hct(
	.clk(Pulse), .rst(Reset), .en(THen), .ct_out(THrs), .z(Hzero)
    );
  ct_mod_N #(.N()) Mreg(
    .clk(Pulse), .rst(Reset), .en(AMen), .ct_out(AMin), .z()
    ); 
  ct_mod_N #(.N()) Hreg(
    .clk(Pulse), .rst(Reset), .en(AHen), .ct_out(AHrs), .z()
    ); 
  lcd_int Sdisp(
    .bin_in (TSec)  ,
	.Segment1  (S1disp),
	.Segment0  (S0disp)
	);
  lcd_int Mdisp(
    .bin_in (Min) ,
	.Segment1  (M1disp),
	.Segment0  (M0disp)
	);
  lcd_int Hdisp(
    .bin_in (Hrs),
	.Segment1  (H1disp),
	.Segment0  (H0disp)
	);
always_comb begin
	if(Alarmset)begin
		Hrs = AHrs;
		Min = AMin;
	end else begin
		Hrs = THrs;
		Min = TMin;
	end	
end
  alarm a1(
    .tmin(TMin), .amin(AMin), .thrs(THrs), .ahrs(AHrs), .buzz(turnOn)
	);
assign Buzz = Alarmon && turnOn;
always_comb begin
	TMen = (!Timeset && Szero) ||(Timeset && Minadv);
	THen =(Mzero && Szero && !Timeset) ||(Timeset && Hrsadv);		
end
always_comb begin
	AMen = Alarmset && Minadv;
	AHen = Alarmset && Hrsadv;	
end
endmodule

===== /design/flow/run.sh =====
#!/bin/bash
# OpenROAD 26Q1-2900-gdf79404cd8, Yosys 0.63+post, stock flow scripts
make -C /OpenROAD-flow-scripts/flow DESIGN_CONFIG=/design/flow/config.mk WORK_HOME=/design/flow/orfs finish

===== /design/flow/config.mk =====
export PLATFORM = sky130hd
export DESIGN_NAME = struct_diag
export DESIGN_NICKNAME = struct_diag
export VERILOG_FILES = /design/flow/design.v
export SDC_FILE = /design/flow/constraint.sdc
export NUM_CORES = 4
export LEC_CHECK = 1
export CORE_UTILIZATION = 40

===== /design/flow/constraint.sdc =====
current_design struct_diag

set clk_period 8.0
set clk_io_pct 0.2

create_clock -name clk0 -period $clk_period [get_ports {Pulse}]

set non_clock_inputs [all_inputs -no_clocks]
set_input_delay [expr $clk_period * $clk_io_pct] -clock clk0 $non_clock_inputs
set_output_delay [expr $clk_period * $clk_io_pct] -clock clk0 [all_outputs]

==> flow_summary_export.csv <==
group,metric,value,unit
finish,comb_area,8410,sq um
status,violations,"setup timing",
grt,antenna_found_initial,0,
critical_path,max_stage_delay,400,ps
cts,cts_buffers,5,
critical_path,critical_path.startpoint_type,"primary input",
route,viasPerCell,5.28,
synthesis,top_cell_area_share,10.6,%
critical_path,crit_buf_inv,8,
floorplan,chip_area,21900,sq um
power,vdd_drop_max,377,uV
critical_path,worstPathRequired,6400,ps
synthesis,ff_type,"dfxtp_1",
finish,final_cells,1885,
synthesis,yosysUniqueCellTypes,104,
final_timing,final.setup.worst_slack,-1700,ps
final_timing,hold_viol_final,0,
placed_design,hpwlAfterDp,18600,um
grt,grt_pass1_vias,8880,
critical_path,critPathMaxFanout,5,
synthesis,ys.flops,35,
cts,cts.reportedPaths.clkPinSlew,50,ps
critical_path,worstRegToRegCells,13,
synthesis,top_cell,"nor2_1",
final_timing,rsz0062_at_grt,"true",
synthesis,yosys_area,8510,sq um
critical_path,worst_path_most_repeated_cell,"ha_4",
synthesis,ys_seq_share,8.23,%
hold_path,min_path_type,"reg -> reg",
finish,seq_area,703,sq um
cts,clkLatencyLatePin,270,ps
cts,cts_tree,"done",
cts,ctsRootBufferMaster,"clkbuf_16",
cts,htreeDepth,2,
finish,fin_area,13400,sq um
synthesis,synth.area.top_cells,"ha_1 11%, dfxtp_1 8.2%, xnor2_1 7.2%, nor2_1 6.3%, a21oi_1 5.3%",
cts,hold_buffers,0,
finish,drive_gt1_share,42.4,%
final_timing,setup_tns,-28140,ps
synthesis,syn_area,8510,sq um
final_timing,maxSlewHeadroom,46.1,%
final_timing,drv_slew,0,
power,powerDensity,355,nW/um^2
synthesis,top_area_cell,"ha_1",
status,status,"complete, but fails checks",
final_timing,fin_crit,9700,ps
synthesis,edf_count,0,
critical_path,critical_path.top_delay_family,"AND-OR/OR-AND gates",
placed_design,gp_congestion,0.962,
synthesis,ys_cells,1202,
floorplan,rows,53,
placed_design,portBuffers,49,
synthesis,synth.yosys.warnings,5,
route,diodes,0,
cts,clock_sinks,35,
floorplan,die_x,148,um
critical_path,worst-path-stages,39,
route,drt_first_pass_iters,5,
route,dr_total_vias,9949,
final_timing,period_used_share,121,%
final_timing,worst_clock_skew,5.56,ps
critical_path,endpoint_kind,"primary output",
floorplan,pin_count,50,
grt,grt_pass1_wl,40400,um
synthesis,syn_avg_cell_area,7.08,sq um
grt,grt_use_total,21.8,%
power,power_leakage,5.91,nW
power,power,4.75,mW
flow_run,warning_count,73,
critical_path,crit_type,"in -> out",
floorplan,fp_util,40.6,%
placed_design,place_area,12000,sq um
cts,clk_path_buf_depth,2,
hold_path,worstHoldPathCells,1,
route,drc,0,
critical_path,cp.arrival,8100,ps
grt,grt-ovfl-total,0,
finish,area_delta_synth_final,57.5,%
placed_design,dp.cells,1801,
route,initialDrtViolationCount,360,
final_timing,worstMarginPinSlew,803,ps
flow_run,maxCapViolations,0,
synthesis,yosys-top-cells-count,"144 x nor2_1, 95 x nand2_1, 91 x a21oi_1, 72 x ha_1, 70 x xnor2_1",
synthesis,netlist_instances,1202,
final_timing,max_freq,103,MHz
grt,grt_max_degree,28,
route,drt_wl_total,24400,um
floorplan,die-height,148,um
placed_design,pre_cts_ws,-2150,ps
floorplan,fp.coreArea,21000,sq um
route,drtAntennaViolNets,0,
finish,nFillCells,1702,
final_timing,setup_viol,21,
route,wl_per_cell,12.9,um
final_timing,holdWs,516,ps
finish,utilization,64.0,%
synthesis,postSynth.asyncResetShare,0,%
critical_path,critPathSlowestCell,"o311a_1",
-- final cells by class --
type	instances	area share, %
repair buffers	465	27.0
well taps	275	2.57
clock inverters	1	0.0373
multi-input cells	1056	62.7
inverters	47	1.33
flip-flops and latches	35	5.25
clock buffers	6	1.04
-- cell families (layout without fill, tap and decap cells) --
group                      after synthesis  in the layout  share of synthesized area [%]
AOI/OAI and AO/OA                      355            355                           29.5
and+or+nand+nor                        456            456                           26.3
buffers and inverters                  111            519                           5.48
other                                    2              2                         0.0882
adders and majority gates               84             84                           12.0
xor gates and xnor gates               109            109                           11.5
DFF                                     35             35                           8.23
muxes                                   50             50                           6.89
-- layout by cell type (no fill, tap or decap), types with 10 or more instances in the layout --
master / netlist / layout
a21o_1: 13 / 13
a21oi_1: 91 / 71
a21oi_2: 0 / 17
a31oi_1: 14 / 10
and2_1: 22 / 18
and3_1: 21 / 20
buf_2: 13 / 21
buf_4: 1 / 391
buf_6: 4 / 22
clkdlybuf4s50_1: 0 / 27
dfxtp_1: 35 / 33
ha_1: 72 / 44
ha_4: 0 / 23
inv_1: 41 / 31
inv_2: 5 / 14
mux2i_1: 29 / 26
nand2_1: 95 / 86
nand3_1: 42 / 37
nand4_1: 21 / 21
nor2_1: 144 / 130
nor2_2: 0 / 11
nor3_1: 29 / 23
o211ai_1: 12 / 12
o21a_1: 22 / 22
o21ai_0: 62 / 50
o22ai_1: 13 / 12
or2_2: 12 / 10
xnor2_1: 70 / 65
xor2_1: 37 / 37
-- final timing paths --
path,endpoint,slack [ps],from
worst max-delay path,H1disp[3],-1700,Alarmset
worst min-delay path,Sct.ct_out[0],520,Sct.ct_out[0]
worst max register to register,Hreg.ct_out[4],4990,Hreg.ct_out[1]
worst min register to register,Sct.ct_out[0],520,Sct.ct_out[0]
-- power by group --
part / total [mW] / leakage, nW / internal [mW] / switching [mW]
clock: 0.189 / 0.0727 / 0.121 / 0.0678
sequential: 0.190 / 0.286 / 0.182 / 0.00844
combinational: 4.37 / 5.56 / 2.46 / 1.91
-- registers in the layout (all words and copies together), names as in the netlist --
register / cells
Hct.ct_out: 7
Hreg.ct_out: 7
Mct.ct_out: 7
Mreg.ct_out: 7
Sct.ct_out: 7
-- per-layer routing --
metal  track usage, %  routed length, um
met3            0.913                636
met2             36.0              11200
met5                0                  0
met1             32.7              12300
met4             2.27                217
-- timing repair --
action / 4_1_cts / 5_1_grt
gates resized: 197 / 52
buffers inserted: 66 / 24
endpoints found under the setup margin: 26 / 27
hold endpoints to repair: 0 / 0
pin swaps: 131 / 87
Power and IR drop assume default switching activity.
